[config.mk]
export PLATFORM = sky130hd
export DESIGN_NAME = dat_mem
export DESIGN_NICKNAME = dat_mem
export VERILOG_FILES = /design/flow/design.v
export SDC_FILE = /design/flow/constraint.sdc
export NUM_CORES = 4
export LEC_CHECK = 1
export CORE_UTILIZATION = 30
[constraint.sdc]
current_design dat_mem

set clk_period 8.6
set clk_io_pct 0.2

create_clock -name clk0 -period $clk_period [get_ports {clk}]

set non_clock_inputs [all_inputs -no_clocks]
set_input_delay [expr $clk_period * $clk_io_pct] -clock clk0 $non_clock_inputs
set_output_delay [expr $clk_period * $clk_io_pct] -clock clk0 [all_outputs]
[design.v]
module dat_mem #(parameter W=8,                
                           byte_count=256)(	   
  input           clk,
                  write_en,	                
  input  [$clog2(byte_count)-1:0] raddr,    
                  waddr,	                
  input  [ W-1:0] data_in,				    
  output [ W-1:0] data_out				    
    );
logic [W-1:0] core[byte_count];	 
assign      data_out = core[raddr] ;	 
always_ff @ (posedge clk)
  if (write_en)
    core[waddr] <= data_in;
endmodule
[run.sh]
#!/bin/bash
# OpenROAD 26Q1-2900-gdf79404cd8, Yosys 0.63+post, stock flow scripts
make -C /OpenROAD-flow-scripts/flow DESIGN_CONFIG=/design/flow/config.mk WORK_HOME=/design/flow/orfs finish
==> ci_impl_report.md <==
## PnR job results

| Metric | Value |
|---|---|
| Aoi share | `around 3.4%` |
| Post-detailed-route count of antenna-violating nets | `0` |
| Top FF cell, synth | `edfxtp_1` |
| CTS Buf Count | `~200` |
| Placed cells | `between 7k and 8k` |
| Mapped Area | `between 70000 and 80000 sq um` |
| First DRT Iteration DRCs | `2534` |
| Dominant logic cell type in the layout | `edfxtp_1` |
| Clk root buf | `clkbuf_16` |
| Post-CTS Resized | `0` |
| Post-layout min period | `7980 ps` |
| Synthesis Warnings | `1` |
| Synthesized area per cell | `approximately 21 sq um` |
| Critical path arrival | `6260 ps` |
| Fin. max-slew vios | `0` |
| Post-route non-filler standard cell count | `7578` |
| Layout cells sized above 1 | `22.9%` |
| FP Rows | `around 190` |
| Peak VDD IR | `0.000179 V` |
| Most flop-heavy register | `core` |
| Routed WL | `197000 um` |
| CTS tree | `built` |
| Die outline area | `267000 sq um` |
| YS chip area | `79400 sq um` |
| Setup Crit Path Kind | `primary input to output port` |
| Post-Syn Instances | `3725` |
| Largest net degree at the start of global routing | `93` |
| Setup bufs post-CTS | `0` |
| Final-report hold violation count | `0` |
| Multiplexer share | `14.6%` |
| Min-delay src | `data_in[6]` |
| Final period util | `~93%` |
| Final Setup Violations | `0` |
| Main logic family | `multiplexers` |
| Post-DP HPWL | `120000 um` |
| CP startpoint kind | `primary input` |
| Max Cap Violations | `0` |
| Setup WS post-layout | `approximately 620 ps` |
| CP endpoint kind | `output port` |
| # hold bufs at CTS | `0` |
| Ys cells | `~3.7k` |
| 1st-pass router iterations | `7` |
| Routed wire per std cell | `26.0 um` |
| Post-synth cell types | `54` |
| Num ports | `34` |
| Placement Setup Slack | `633 ps` |
| Starting Density | `30.2%` |
| Hold/Removal Path Class | `primary input to register` |
| Sink count of the clock tree | `2048` |
| Async S/R FF share, synth | `0%` |
| EDFF count, synth | `2048` |
| Clock transition at path regs | `roughly 60 ps` |
| H-tree levels | `4` |
| Grt total ovfl | `0` |
| RSZ-0062 raised after global routing | `no` |
| Vias in the first global route | `41.9k` |
| Xor/xnor share | `0%` |
| Worst-margin pin slew | `1210 ps` |
| Critical path peak fanout | `approximately 42` |
| Top Registers | `core: 2048 flops` |
| Simple share | `2.63%` |
| Initial antenna violation count | `8` |
| Post-synth seq share | `77.5%` |
| Wire length of the first global-routing pass | `slightly below 300000 um` |
| Log Warnings | `26` |
| Flops out of synthesis | `~2.0k` |
| Max-slew headroom | `a little under a fifth` |
| Outcome | `complete, no violations` |
| Die width | `516 um` |
| GRT Overall Usage | `16.1%` |
| Buffers on Ports | `33` |
| Setup TNS | `0 ps` |
| Critical Path RT | `6880 ps` |
| GPL Wtd Cong | `~0.9` |
| Filler instances | `24.0k` |
| LEAKAGE | `27.4 nW` |
| Largest register FFs | `2048` |
| Clk buf depth | `3` |
| PwrDens | `227 nW/um^2` |
| Synthesis-to-layout area growth | `14.2%` |
| Vias/cell | `5.01` |
| Worst Hold Depth | `1` |
| Max Clk Rate | `0.125 GHz` |
| Hold worst-path end | `core[145][6]$_DFFE_PP_` |
| DR vias | `38.0k` |
| Top Layout Cells | `edfxtp_1 (2048), mux4_2 (454), nor2_1 (279), clkbuf_16 (204), buf_4 (151)` |
| Core ar. | `263000 sq um` |
| Die Ht | `516 um` |
| DRC Markers | `0` |
| Adder Area Share | `0%` |
cells by family after synthesis:
family | Yosys count
buffers and inverters | 235
AND-OR/OR-AND | 385
multiplexers | 591
flip-flops | 2048
AND/OR/NAND/NOR | 466
synth_stat cells, types with 27 or more instances:
cell type | number | share of area [%]
mux2i_1 | 134 | 1.7
a22oi_1 | 133 | 1.3
buf_2 | 31 | 0.20
mux4_2 | 454 | 13
o221ai_1 | 46 | 0.51
nand2_1 | 33 | 0.16
nor2b_1 | 31 | 0.24
nor2_1 | 282 | 1.3
edfxtp_1 | 2048 | 77
nand3_1 | 34 | 0.21
buf_4 | 27 | 0.26
o22ai_1 | 28 | 0.22
a21oi_1 | 96 | 0.61
clkbuf_1 | 111 | 0.52
worst max path at each step:
| stage | cells after the start | from | slack [ps] | to |
|---|---|---|---|---|
| finish | 11 | raddr[0] | 620 | data_out[2] |
| CTS | 11 | raddr[0] | 630 | data_out[2] |
| global route | 11 | raddr[0] | 500 | data_out[2] |
where the power goes:
| group | switching, W | internal [W] | total, W |
|---|---|---|---|
| Combinational | 0.000664 | 0.000348 | 0.00101 |
| Clock | 0.00373 | 0.00484 | 0.00858 |
| Sequential | 0.00000436 | 0.0110 | 0.0110 |
| Total | 0.00440 | 0.0162 | 0.0206 |
layout make-up:
class	count	area, sq um	share of cell area, %
tap	3515	4400	4.85
multi-input combinational	1442	16500	18.2
antenna	3	7.51	0.00828
clock buffer	256	5300	5.85
timing repair buffer	193	1700	1.88
sequential	2048	61500	67.9
clock inverter	119	1210	1.34
inverter	2	7.51	0.00828
per-stage QoR:
stage	cell area, sq um	utilization (%)	power (W)	hold WS (ps)
final	90600	34.5	0.0206	1320
after global routing	90600	34.5	0.0212	1290
after CTS	90600	34.5	0.0208	1260
after detailed placement	84100	32.0	0.0122	2190
after global placement	84100	32.0	0.0122	2180
after floorplan	79400	-	0.0118	1820
layer usage:
metal / GRT usage, % / part of all wire, % / up-vias
met2: 24.6 / 48 / 2131
met1: 18.4 / 33 / 19500
li1: - / - / 16000
met5: 0.829 / 0.17 / -
met3: 12.0 / 16 / 301
met4: 3.04 / 2.4 / 16
critical path: stages:
cell and delay (ps):
buf_8 480, buf_12 380, buf_12 330, mux4_2 270, o22a_1 170, o21ai_0 220
a2111oi_0 520, nor3_1 160, buf_4 170, nor4_2 1000, clkdlybuf4s50_1 680
Power is estimated from default activity; no workload was simulated.
